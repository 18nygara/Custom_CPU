$ cat design/flow/config.mk
export PLATFORM = sky130hd
export DESIGN_NAME = hdu
export DESIGN_NICKNAME = hdu
export VERILOG_FILES = /design/flow/design.v
export SDC_FILE = /design/flow/constraint.sdc
export NUM_CORES = 4
export LEC_CHECK = 1
export CORE_AREA = 10 10 75 75
export DIE_AREA = 0 0 85 85
$ cat design/flow/constraint.sdc
current_design hdu

set clk_period 7.4
set clk_io_pct 0.2

create_clock -name clk0 -period $clk_period

set non_clock_inputs [all_inputs -no_clocks]
set_input_delay [expr $clk_period * $clk_io_pct] -clock clk0 $non_clock_inputs
set_output_delay [expr $clk_period * $clk_io_pct] -clock clk0 [all_outputs]
$ cat design/flow/design.v
module hdu(de_write_reg, de_mem_rd, em_mem_rd,
  Rt, Rs, reg_wr, brnch, jmp, NOP, NOP_mem, PC_next, PC_out, PC, de_jmp,
  de_brnch, em_brnch, em_jmp, PC_inc, halt);
  input [15:0] PC, PC_out, PC_inc;
  input [2:0] Rt, Rs;
  input [2:0] de_write_reg;
  input reg_wr, de_mem_rd, em_mem_rd, jmp, brnch, de_jmp, de_brnch;
  input em_brnch, em_jmp;
  input halt;
  output NOP, NOP_mem;  
  output [15:0] PC_next;
  assign NOP = (halt|brnch|jmp|de_jmp|de_brnch|em_brnch|em_jmp) ? 1'b1 :  
               1'b0;
  assign NOP_mem = (de_write_reg == Rt & de_mem_rd) ? 1'b1 :
                   (de_write_reg == Rs & de_mem_rd) ? 1'b1 :
                   1'b0;
  assign PC_next = (em_brnch | em_jmp) ? PC_out :  
                   (NOP|NOP_mem) ? PC :  
                   PC_inc; 
endmodule
$ cat design/flow/run.sh
#!/bin/bash
# OpenROAD 26Q1-2900-gdf79404cd8, Yosys 0.63+post, stock flow scripts
make -C /OpenROAD-flow-scripts/flow DESIGN_CONFIG=/design/flow/config.mk WORK_HOME=/design/flow/orfs finish
==> out/qor.csv <==
metric,value,unit
total core area,0.00406,mm²
synthesized instance count,91,
post-route design area,0.00142,mm²
footprint of the flip-flops and latches,0,µm²
number of buffers added to fix hold violations after cts,0,
starting utilization of the core area,13.9,%
adder and majority cell fraction of the synthesized area,0,%
routed length per instance,16.6,µm
number of global-route vias before repair,1036,
maximum number of pins on one net before global-route repair,33,
Finished Core Util,34.9,%
Total Neg Setup Slack,0,ps
Die Area,0.00723,mm²
Die Wd,85,µm
Resize count post-CTS,0,
critical path class,input pin to output pin,
worst slew pin tran,875,ps
Final period util,71.1,%
setup violation total in the final timing report,0,
overall via count from detail_route,1024,
maximum vdd drop,0.0197,mV
total global routing overflow,0,
clock period minus final worst setup slack,5260,ps
result of the run,"complete, no violations",
cell count in the Yosys report,91,
critical path data required time,5920,ps
cell total after placement,214,
number of cell rows,23,
OpenROAD warnings,34,
final total power,72.4,µW
Lkg Pwr,0.474,nW
clock buffer count,0,
final routed wirelength across all metal layers,3550,µm
endpoint of the worst setup timing path,PC_next[8],
worst-case headroom to the max-slew limit,41.5,%
die extent in y,85,µm
number of buffers inserted by post-CTS setup repair,0,
Commonest cells post-synth,"18 x nand4_1, 17 x nor2_1, 16 x a31oi_1, 16 x o31ai_1, 7 x clkbuf_1",
type of the tightest min-delay check,input pin to output pin,
setup repair after global routing missed its margin,no,
origin of the worst setup path,de_write_reg[2],
Yosys top cell by instances,nand4_1,
comb area leader,simple AND/OR/NAND/NOR gates,
initial antenna violation count,0,
seq_cells,0,
count of input and output buffers,83,
Area Growth Syn to Fin,151,%
Antenna Nets Post-Route,0,
count of pins on the block boundary,85,
largest cells by area after synthesis,"o31ai_1 21%, nand4_1 20%, a31oi_1 18%",
area fraction in compound gates,38.9,%
antenna cell count,0,
portion of synthesized cell area occupied by the leading cell type,21.2,%
fmax,190,MHz
proportion of synthesized chip area in sequential cells,0,%
mean area per synthesized cell,6.21,µm²
share of final-layout standard cells stronger than drive strength 1,3.05,%
All-Layer GR Usage,9.01,%
DP Wirelength,2750,µm
cell accounting for the most synthesized area,o31ai_1,
iteration-0 DRC count of the detailed router,30,
number of pins exceeding their max-slew limit in the final report,0,
PwrDens,51.1,mW/mm²
total cell area reported by yosys after synthesis,566,µm²
Final Hold Vio Count,0,
Routability Congestion,0.735,
TritonRoute pass-1 iters,4,
XOR/XNOR share of the synthesized area,9.29,%
Max Fanout on Critical Path,17,
Yosys warning total,0,
reported max-cap violation count,0,
WP data arrival,3780,ps
netlist area before placement,566,µm²
Placement Cell Area,0.00142,mm²
drt via density,4.79,
type of element capturing the critical path,output pin,
sort of element at the start of the critical path,input pin,
number of distinct library cell variants in the gate-level netlist after synthesis,15,
post-route DRC violation count,0,
global-route wire length before repair,5600,µm
multiplexer area fraction after synthesis,0,%
Min-Delay Path Depth,4,
final cell count without fillers,214,
"area fraction in and, or, nand and nor cells",41.6,%
[worst max-delay path, stage by stage]
cell	delay, ps
clkdlybuf4s50_1	450
xnor2_1	220
nand4_1	720
nand4_1	350
a31oi_1	110
clkdlybuf4s50_1	440
[cell type report]
class              instances  area (µm²)
inverters                  1        6.26
well taps                 50        62.6
fillers                  429        2640
repair buffers            84         838
multi-input cells         79         510
[worst min-delay path by stage]
stage	from	endpoint
6_report	PC[6]	PC_next[6]
5_1_grt	PC_inc[9]	PC_next[9]
4_1_cts	PC[1]	PC_next[1]
[placed cells by master, fill, tap and decap left out, drive strengths merged]
master         count
nand2              1
clkdlybuf4s50     83
xnor2              6
buf                1
a31oi             16
and4               2
nor2              18
nand4             18
or4                1
o31ai             16
or3                1
inv                1
[routing by layer]
metal	routed length (µm)	global-route usage, %	vias to the layer above
met3	405	3.85	0
met5	0	0	-
met4	0	0	0
met2	1600	14.3	50
li1	-	-	520
met1	1550	11.8	454
[metrics by stage]
step / hold slack, ps / worst slack [ps]
global placement: 3900 / 2150
floorplan: 3050 / 3250
finish: 3890 / 2140
global route: 3930 / 1990
detailed placement: 3890 / 2140
CTS: 3900 / 2140
[logic make-up after synthesis]
| family | after synthesis |
|---|---|
| simple gates | 41 |
| compound gates | 32 |
| buf+inv | 12 |
| xor+xnor | 6 |
[power by group]
group	internal (mW)	switching, mW	total (mW)
combinational	0.0504	0.0220	0.0724
sequential	0	0	0
clock	0	0	0
total	0.0504	0.0220	0.0724
Power and IR drop assume default switching activity.

## flow/config.mk

```make
export PLATFORM = sky130hd
export DESIGN_NAME = write
export DESIGN_NICKNAME = write
export VERILOG_FILES = /design/flow/design.v
export SDC_FILE = /design/flow/constraint.sdc
export NUM_CORES = 4
export LEC_CHECK = 1
export CORE_AREA = 10 10 70 70
export DIE_AREA = 0 0 80 80
```

## flow/design.v

```verilog
module write(ALU_out, PC_inc, mem_to_reg, mem_wr, wr_data, wr_r7, rd_mem_data);
  input [15:0] ALU_out, PC_inc, rd_mem_data;
  input mem_wr, mem_to_reg, wr_r7;
  output [15:0] wr_data;
  assign wr_data = wr_r7 ? PC_inc :
                   mem_to_reg ? rd_mem_data :
                   ALU_out;
endmodule
```

## flow/constraint.sdc

```tcl
current_design write

set clk_period 1.0
set clk_io_pct 0.2

create_clock -name clk0 -period $clk_period

set non_clock_inputs [all_inputs -no_clocks]
set_input_delay [expr $clk_period * $clk_io_pct] -clock clk0 $non_clock_inputs
set_output_delay [expr $clk_period * $clk_io_pct] -clock clk0 [all_outputs]
```

## flow/run.sh

```bash
#!/bin/bash
# OpenROAD 26Q1-2900-gdf79404cd8, Yosys 0.63+post, stock flow scripts
make -C /OpenROAD-flow-scripts/flow DESIGN_CONFIG=/design/flow/config.mk WORK_HOME=/design/flow/orfs finish
```

==> ci_impl_report.md <==
### Metrics collected by this job

| Metric | Value |
|---|---|
| Status | complete, but fails checks |
| Failing checks | setup timing |
| Flop area | 0 um2 |
| RSZ-0062 raised after global routing | yes |
| Crit start category | input port |
| Routability cong. | 0.766 |
| Fin crit share | 1.00 |
| Final instance count without filler cells | 166 |
| # setup viols final | 1 |
| Final Instance Area | 995 um2 |
| Share of layout cells above drive strength 1 | 0.208 |
| Dominant cell area share | 0.464 |
| Max stage delay on crit path | about 0.2 ns |
| Count of final max-slew check failures | 0 |
| Final HPWL DP | 1.80 mm |
| Slew Limit Headroom | 0.906 |
| Crit Path Max Fanout | 7 |
| Place WS | -0.834 ns |
| Top Ports | 67 |
| All-Layer GR Usage | 0.0640 |
| Cell count listed in synth_stat.txt | 53 |
| Vias in the first global route | 640 |
| Setup TNS | -0.00359 ns |
| GR Overflow Total | 0 |
| Most frequent CP cell | buf_8 |
| Number of DRC markers in iteration 0 | 20 |
| Fill count | just under 400 |
| Post-Syn Instances | approximately 53 |
| Worst-path cell with the longest stage delay | mux2i_2 |
| Die X | 80 um |
| Final hold viol count | 0 |
| Tmin final | 1.00 ns |
| # clk buffers | 0 |
| Chip Area | 6400 um2 |
| Distinct lib cells used | 8 |
| Worst-Margin Slew | roughly 0.14 ns |
| Yosys warns | 0 |
| Fmax | roughly 1000 MHz |
| Via density | about 3.7 |
| CP arrival | roughly 0.80 ns |
| Final setup margin | -0.00359 ns |
| # hold bufs at CTS | 0 |
| Flop Count | 0 |
| WL final | approximately 2.4 mm |
| Tool warnings | 35 |
| Worst Hold Path Cells | 4 |
| First-pass GRT wire length | 3.40 mm |
| Initial antenna violation count | 0 |
| CP required | 0.80 ns |
| Fin util | 0.291 |
| Final ANT Viol Nets | 0 |
| Largest net degree at the start of global routing | 17 |
| Cell type with the largest total area | mux2i_1 |
| Critical path, cell by cell | buf_8 -> buf_8 -> mux2i_2 -> o21ai_1 -> buf_2 |
| Syn Std Cell Area | between 300 and 400 um2 |
| Critical path capture point type | output port |
| Area Overhead vs Synth | 188% |
| Fp util | 0.101 |
| Seq/Total Area, Yosys | 0 |
| Syn Area/Cell | roughly 6.5 um2 |
| Core Area | ~3400 um2 |
| Yosys stat area | 345 um2 |
| Residual DRC count | 0 |
| Post-place instance area | 1050 um2 |
| Max_cap viols | 0 |
| Vias | 621 |
| Static Leak | 0.000534 uW |
| Row cnt | 21 |
| Setup CP Type | in -> out |
| Port bufs | 66 |
| WL/cell | 14.2 um |
| Placed cells | around 160 |
| Hold path startpoint | PC_inc[9] |
| Top cells by area, synth | mux2i_1 46%, nand2_1 17%, o21ai_1 14% |
| HP Class | in -> out |
| Hold Crit Endpoint | wr_data[9] |
| TritonRoute pass-1 iters | 3 |
| Max VDD drop | 0.0000915 V |
| Die H | roughly 80 um |
| Antenna Cells | 0 |
| Pwr Density | 349 nW/um2 |
-- cells in the final DEF (no fill, tap or decap), drive strengths merged --
master and n:
o21ai 16, buf 22, mux2i 16, clkbuf 2, dlygate4sd2 48, nand2 16
-- per-stage QoR --
step           hold slack [ns]  total power [uW]
2_1_floorplan            0.435               105
3_3_place_gp              1.31               421
3_5_place_dp              1.32               426
4_1_cts                  0.791               340
5_1_grt                  0.823               384
6_report                 0.781               347
-- logic make-up (layout without fill, tap and decap cells) --
family,count (synthesis),after routing,synth area share
muxes,16,16,0.464
AOI/OAI and AO/OA,16,16,0.232
buffers and inverters,5,72,0.130
and+or+nand+nor,16,16,0.174
-- metal layers --
layer / wire (um) / up-vias / GRT usage
met5: 0 / - / 0
met4: 0 / 0 / 0
met1: 1040 / 262 / 0.0817
met3: 200 / 0 / 0.0170
li1: - / 324 / -
met2: 1120 / 35 / 0.111
-- cells in the mapped netlist, drive strengths merged --
library cell  instances
mux2i                16
nand2                16
o21ai                16
buf                   4
clkbuf                1
-- final cells by class --
class / count / area (um2) / area share
Multi-Input combinational cell: 48 / 304 / 0.306
Timing Repair Buffer: 72 / 633 / 0.636
Tap cell: 46 / 57.6 / 0.0579
-- critical path: cells and delay by family --
kind / cells / cell delay (ns)
buffers and inverters: 3 / 0.33
muxes: 1 / 0.20
AOI/OAI and AO/OA: 1 / 0.07
-- where the power goes --
group          leakage, uW  switching (uW)  internal [uW]
logic             0.000534             116            231
clock network            0               0              0
registers                0               0              0
total             0.000534             116            231
-- worst max path at each step --
| stage | start | endpoint | slack (ns) |
|---|---|---|---|
| global route | mem_to_reg | wr_data[11] | -0.06 |
| finish | mem_to_reg | wr_data[11] | -0.004 |
| CTS | mem_to_reg | wr_data[11] | -0.01 |
-- what timing repair did --
item | 4_1_cts | 5_1_grt
pin swaps | 21 | 16
endpoints found under the hold margin | 0 | 0
resized | 120 | 2
endpoints found under the setup margin | 16 | 16
cloned | 2 | 1
buffers inserted | 0 | 0
Power is estimated from default activity; no workload was simulated.
